**flow/config.mk**
```make
export PLATFORM = sky130hd
export DESIGN_NAME = Out_of_Order_divider
export DESIGN_NICKNAME = Out_of_Order_divider
export VERILOG_FILES = /design/flow/design.v
export SDC_FILE = /design/flow/constraint.sdc
export NUM_CORES = 4
export LEC_CHECK = 1
export CORE_AREA = 10 10 106 106
export DIE_AREA = 0 0 116 116
```
**flow/constraint.sdc**
```tcl
current_design Out_of_Order_divider

set clk_period 3.0
set clk_io_pct 0.2

create_clock -name clk0 -period $clk_period [get_ports {clk}]

set non_clock_inputs [all_inputs -no_clocks]
set_input_delay [expr $clk_period * $clk_io_pct] -clock clk0 $non_clock_inputs
set_output_delay [expr $clk_period * $clk_io_pct] -clock clk0 [all_outputs]
```
**flow/design.v**
```verilog
`timescale 1 ns / 100 ps
module Out_of_Order_divider (clk, rst,start, memory_write_complete);
input clk, rst, start;
output memory_write_complete;
reg [15:0] mem_dividend_divisor [0:31]; 
reg [15:0] mem_quotient_remainder [0:31]; 
reg [7:0] mem_clocks_of_single_div_completion [0:31]; 
reg [7:0] mem_clocks_of_rob_graduation [0:31]; 
reg [4:0] mem_dd_pointer, mem_qr_pointer;  
reg memory_read_complete;
wire memory_write_complete; 
reg [3:0] ack_from_OoE_div, start_from_OoE_div; 
wire [2:0] single_div_states [0:3];  
wire [7:0] dividend_of_OoE_div; 
wire [7:0] divisor_of_OoE_div; 
wire [7:0] quotient_of_OoE_div [0:3]; 
wire [7:0] remainder_of_OoE_div [0:3]; 
wire no_divider_available; 
wire [2:0] rob_tag_from_OoE_div; 
wire [2:0] rob_tag_to_OoE_div [0:3]; 
reg [3:0] rob_wp, rob_rp;
reg [15:0] rob_qr [0:7]; 
reg [7:0] rob_ready; 
reg [7:0] clocks_of_single_div_completion_internal [0:7]; 
wire [3:0] rob_depth;
wire rob_full;
wire stall;
reg [7:0] clock_counter; 
integer i,j,k;
reg found_signal_for_dispatch, found_signal_for_issue_1, found_signal_for_issue_2; 
reg [2:0] state;
localparam
Initial  = 3'b001,
Execution = 3'b010,
Complete = 3'b100,
Qi = 3'b001,
Qc = 3'b010,
Qd = 3'b100;
single_divider divider0 (.Xin(dividend_of_OoE_div), .Yin(divisor_of_OoE_div), .Start(start_from_OoE_div[0]),.Ack(ack_from_OoE_div[0]),.Clk(clk),.Reset(rst),.Quotient(quotient_of_OoE_div[0]), .Remainder(remainder_of_OoE_div[0]), .tag_in(rob_tag_from_OoE_div), .tag_out(rob_tag_to_OoE_div[0]), .state(single_div_states[0]));
single_divider divider1 (.Xin(dividend_of_OoE_div), .Yin(divisor_of_OoE_div), .Start(start_from_OoE_div[1]),.Ack(ack_from_OoE_div[1]),.Clk(clk),.Reset(rst),.Quotient(quotient_of_OoE_div[1]), .Remainder(remainder_of_OoE_div[1]), .tag_in(rob_tag_from_OoE_div), .tag_out(rob_tag_to_OoE_div[1]), .state(single_div_states[1]));
single_divider divider2 (.Xin(dividend_of_OoE_div), .Yin(divisor_of_OoE_div), .Start(start_from_OoE_div[2]),.Ack(ack_from_OoE_div[2]),.Clk(clk),.Reset(rst),.Quotient(quotient_of_OoE_div[2]), .Remainder(remainder_of_OoE_div[2]), .tag_in(rob_tag_from_OoE_div), .tag_out(rob_tag_to_OoE_div[2]), .state(single_div_states[2]));
single_divider divider3 (.Xin(dividend_of_OoE_div), .Yin(divisor_of_OoE_div), .Start(start_from_OoE_div[3]),.Ack(ack_from_OoE_div[3]),.Clk(clk),.Reset(rst),.Quotient(quotient_of_OoE_div[3]), .Remainder(remainder_of_OoE_div[3]), .tag_in(rob_tag_from_OoE_div), .tag_out(rob_tag_to_OoE_div[3]), .state(single_div_states[3]));
assign rob_depth = rob_wp - rob_rp;
assign rob_full = (rob_depth==4'b1000); 
assign no_divider_available = (single_div_states[0]!=Qi)&&(single_div_states[1]!=Qi)&&(single_div_states[2]!=Qi)&&(single_div_states[3]!=Qi);
assign stall = rob_full || no_divider_available;
assign memory_write_complete = (state == Complete);
assign	dividend_of_OoE_div = mem_dividend_divisor[mem_dd_pointer][15:8]; 
assign	divisor_of_OoE_div  = mem_dividend_divisor[mem_dd_pointer][7:0]; 
assign	rob_tag_from_OoE_div = rob_wp[2:0]; 
always @(posedge clk, posedge rst)
begin
if (rst) 
     begin
	     state <= Initial;
	     mem_dd_pointer <= 5'bxxxxx;  
         mem_qr_pointer <= 5'bxxxxx;
         rob_wp <= 4'bxxxx;
         rob_rp <= 4'bxxxx;
         rob_ready <= 8'hxx;
	     memory_read_complete <= 1'bx;
		 clock_counter <= 16'hxx;
     end
else
  begin	
    case(state)
      Initial:
        begin
	     mem_dd_pointer <= 5'b00000;
         mem_qr_pointer <= 5'b00000;
         rob_wp <= 4'b0000;
         rob_rp <= 4'b0000;
         rob_ready <= 8'h00;
	     memory_read_complete <= 1'b0;
	     if (start)
	     state <= Execution;
		 clock_counter <= 16'h01;
	    end   
      Execution:	   
		begin   
		clock_counter <= clock_counter + 1; 
		if ( !stall )
            begin 			 
				rob_wp <= rob_wp + 1; 
				mem_dd_pointer <= mem_dd_pointer + 1; 
				if (mem_dd_pointer == 5'b11111)
					memory_read_complete <= 1'b1;  
     		end
	    if (rob_ready[rob_rp[2:0]] == 1'b1)
          begin		
			mem_quotient_remainder[mem_qr_pointer][15:8] <= rob_qr[rob_rp[2:0]][15:8];
            mem_quotient_remainder[mem_qr_pointer][7:0] <= rob_qr[rob_rp[2:0]][7:0];
            rob_ready[rob_rp[2:0]] <= 1'b0; 
			mem_clocks_of_rob_graduation[mem_qr_pointer] <= clock_counter;
			mem_clocks_of_single_div_completion[mem_qr_pointer] <= clocks_of_single_div_completion_internal[rob_rp[2:0]];
			rob_rp <= rob_rp + 1;   
			mem_qr_pointer <= mem_qr_pointer + 1; 
			if (mem_qr_pointer == 5'b11111)
				 state <= Complete; 
		  end
	     found_signal_for_issue_1 = 1'b0;     
	     for (k=0;k<=3;k=k+1)
          begin
              if ((single_div_states[k]== Qd)&&(found_signal_for_issue_1==1'b0))
                 begin
                    rob_qr[rob_tag_to_OoE_div[k]][15:8] <= quotient_of_OoE_div[k];			   
			        rob_qr[rob_tag_to_OoE_div[k]][7:0] <= remainder_of_OoE_div[k];
					clocks_of_single_div_completion_internal[rob_tag_to_OoE_div[k]] <= clock_counter;
			        found_signal_for_issue_1 = 1'b1; 
					rob_ready[rob_tag_to_OoE_div[k]] <= 1'b1; 
			     end
		  end	
	   end
      Complete:
	    begin
	    state <= Initial;
	    end
    endcase	
   end	      
end
always@(*)
begin
		found_signal_for_dispatch = 1'b0;
		start_from_OoE_div = 4'b0000;  
        if ((stall == 1'b0)&&(memory_read_complete == 1'b0)&&(state == Execution))
            begin 
	            for (i=0;i<=3;i=i+1) 
					 begin
						  if ((single_div_states[i] == Qi)&&(found_signal_for_dispatch==1'b0))
								begin
									start_from_OoE_div[i] = 1'b1; 
									found_signal_for_dispatch = 1'b1;	 
								end
					 end 
            end	
			found_signal_for_issue_2 = 1'b0; 
			ack_from_OoE_div = 4'b0000;
			for (i=0;i<=3;i=i+1) begin
				if ((single_div_states[i] == Qd)&&(found_signal_for_issue_2==1'b0)) begin
					found_signal_for_issue_2 = 1'b1;
					ack_from_OoE_div[i] = 1'b1;
				end
			end
end
endmodule
module single_divider (Xin, Yin, Start, Ack, Clk, Reset, 
				       Quotient, Remainder, tag_in, tag_out, state);
input [7:0] Xin, Yin;
input [2:0] tag_in;
input Start, Ack, Clk, Reset;
output [2:0] state;
output [7:0] Quotient, Remainder;
output [2:0] tag_out;
reg [7:0] Quotient;   
reg [7:0] X, Y;
reg [2:0] state;
reg [2:0] tag_out;
localparam
INITIAL = 3'b001,
COMPUTE	= 3'b010,
DONE_S	= 3'b100;
always @(posedge Clk, posedge Reset) 
  begin  : CU_n_DU
    if (Reset)
       begin
        	state <= INITIAL;
	      X <= 8'hXX;         
	      Y <= 8'hXX;	    
	      Quotient <= 8'hXX;  
       end
    else
       begin
         (* full_case, parallel_case *)
         case (state)
	        INITIAL	: 
	          begin
		         if (Start)
		           state <= COMPUTE;
		           X <= Xin;
		           Y <= Yin;
		           Quotient <= 0;
				   tag_out <= tag_in;
	          end
	        COMPUTE	:
	          begin
		         if (X < Y)
		           state <= DONE_S;
		         if (!(X < Y))
		           begin
		             X <= X - Y;
		             Quotient <= Quotient + 1;
		           end
 	          end
	        DONE_S	:
	          begin  
		         if (Ack)
		           state <= INITIAL;
	          end    
      endcase
    end 
  end
assign Remainder = X;
assign Done = (state == DONE_S) ;
endmodule   
```
**flow/run.sh**
```bash
#!/bin/bash
# OpenROAD 26Q1-2900-gdf79404cd8, Yosys 0.63+post, stock flow scripts
make -C /OpenROAD-flow-scripts/flow DESIGN_CONFIG=/design/flow/config.mk WORK_HOME=/design/flow/orfs finish
```
==> metrics.txt <==
# HELP chip_impl_metric Flow report values
# TYPE chip_impl_metric gauge
chip_impl_metric{name="cts.clk_slew.worst_paths",unit="ns"} 0.07
chip_impl_metric{name="area_growth_syn_to_layout",unit="%"} 16.8
chip_impl_metric{name="drtAntennaViolNets",unit=""} 0
chip_impl_metric{name="period_minus_slack",unit="ns"} 1.85
chip_impl_metric{name="irDropWorstVdd",unit="mV"} 0.132
chip_impl_metric{name="cts-resized-gates",unit=""} 0
chip_impl_metric{name="async_flop_share",unit="%"} 100
chip_impl_metric{name="cts-root-to-sink-buffers",unit=""} 2
chip_impl_metric{name="htree_levels",unit=""} 1
chip_impl_metric{name="yosys_register_bits",unit=""} 19
chip_impl_metric{name="worst_path_fanout_max",unit=""} 10
chip_impl_info{name="post_synth_main_area_contributors",value="sky130_fd_sc_hd__dfrtp_1, sky130_fd_sc_hd__mux2i_1, sky130_fd_sc_hd__ha_1"} 1
chip_impl_metric{name="detailroute.via_count",unit=""} 636
chip_impl_info{name="critical_path_class",value="flop to flop"} 1
chip_impl_metric{name="final_max_slew_viol_count",unit=""} 0
chip_impl_metric{name="critPathArrivalTime",unit="ns"} 1.99
chip_impl_metric{name="max_slew_margin",unit="%"} 53.2
chip_impl_info{name="hp-class",value="flop to flop"} 1
chip_impl_metric{name="global_route.usage.met2",unit="%"} 3.94
chip_impl_info{name="top_area_cell",value="sky130_fd_sc_hd__dfrtp_1"} 1
chip_impl_info{name="outcome",value="finished, final reports clean"} 1
chip_impl_metric{name="grt_pass1_wl",unit="um"} 3120
chip_impl_metric{name="fill_cells",unit=""} 997
chip_impl_info{name="ys_dominant_reg_cell",value="sky130_fd_sc_hd__dfrtp_1"} 1
chip_impl_metric{name="static-leakage-power",unit="nW"} 0.525
chip_impl_metric{name="netlist_area",unit="sq um"} 1040
chip_impl_metric{name="max_clock_freq",unit="MHz"} 541
chip_impl_metric{name="fp_util",unit="%"} 11.8
chip_impl_metric{name="max_slew.worst_pin.slew",unit="ns"} 0.701
chip_impl_metric{name="postCtsHoldBufs",unit=""} 0
chip_impl_metric{name="drt_first_iter_violations",unit=""} 32
chip_impl_metric{name="maxCapViolCount",unit=""} 0
chip_impl_info{name="yosys-top-cells-count",value="sky130_fd_sc_hd__dfrtp_1, sky130_fd_sc_hd__nand2_1, sky130_fd_sc_hd__mux2i_1"} 1
chip_impl_info{name="cts_tree",value="done"} 1
chip_impl_metric{name="fin_worst_hold_slack",unit="ns"} 0.461
chip_impl_metric{name="yosysWarnings",unit=""} 13
chip_impl_metric{name="finalWirelength",unit="um"} 1720
chip_impl_metric{name="die-height",unit="um"} 116
chip_impl_metric{name="grt_start_max_net_pins",unit=""} 20
chip_impl_metric{name="worst_skew_pair_later_pin_latency",unit="ns"} 0.25
chip_impl_metric{name="synth.yosys.chip_area",unit="sq um"} 1040
chip_impl_metric{name="post_route_cells_drive_above_1_share",unit="%"} 7.53
chip_impl_metric{name="synth-edff-count",unit=""} 0
chip_impl_metric{name="final_weighted_congestion_in_routability_driven_placement",unit=""} 0.781
chip_impl_metric{name="synth_area_per_cell",unit="sq um"} 11.4
chip_impl_info{name="grt-busiest-layer",value="met2"} 1
chip_impl_metric{name="drcViolationCount",unit=""} 0
chip_impl_metric{name="globalRouteOverflowTotal",unit=""} 0
chip_impl_metric{name="yosys-stat-cells",unit=""} 91
chip_impl_metric{name="vias_per_cell",unit=""} 3.16
chip_impl_metric{name="placement.io_buffers",unit=""} 3
chip_impl_metric{name="number_of_antenna_violations_at_the_first_check_in_global_routing",unit=""} 0
chip_impl_metric{name="synth.distinct_cells",unit=""} 25
chip_impl_metric{name="report.final.hold_viol_count",unit=""} 0
chip_impl_metric{name="grt_util_all_layers",unit="%"} 2.77
chip_impl_metric{name="fp.dieW",unit="um"} 116
chip_impl_info{name="cp-end-kind",value="flop"} 1
chip_impl_metric{name="grt_pass1_vias",unit=""} 655
chip_impl_metric{name="post_drt_wl_per_cell",unit="um"} 8.58
chip_impl_metric{name="n_antenna_cell",unit=""} 0
chip_impl_metric{name="synth_cells",unit=""} 91
chip_impl_metric{name="skew",unit="ns"} 0.00159
chip_impl_metric{name="yosysSeqAreaShare",unit="%"} 45.8
chip_impl_metric{name="period_utilization",unit="%"} 61.6
chip_impl_metric{name="ios",unit=""} 4
chip_impl_metric{name="finalSetupTns",unit="ns"} 0
chip_impl_metric{name="crit_required",unit="ns"} 3.14
chip_impl_metric{name="log.warning_count",unit=""} 28
chip_impl_metric{name="globalRouteMet1Util",unit="%"} 3.79
chip_impl_metric{name="setup_viol",unit=""} 0
chip_impl_metric{name="tritoncts_num_sinks",unit=""} 19
chip_impl_metric{name="cts_made_buffers",unit=""} 3
chip_impl_metric{name="postCtsSetupRepairBufs",unit=""} 0
chip_impl_metric{name="std_cell_rows",unit=""} 34
chip_impl_metric{name="global_route.usage.met3",unit="%"} 1.20
chip_impl_metric{name="dp.final_hpwl",unit="um"} 1210
chip_impl_info{name="synth_dominant_cell_count",value="sky130_fd_sc_hd__dfrtp_1"} 1
chip_impl_metric{name="power_density",unit="nW/um^2"} 361
chip_impl_info{name="worst_setup_path_start_kind",value="flop"} 1
chip_impl_info{name="cts.root.buffer_cell",value="sky130_fd_sc_hd__clkbuf_8"} 1
chip_impl_info{name="unrepaired_setup_endpoints_after_global_routing",value="no"} 1
chip_impl_metric{name="synth_largest_type_area_fraction",unit="%"} 43.3
chip_impl_metric{name="fp.coreArea",unit="sq um"} 8850
chip_impl_metric{name="design.die.area",unit="sq um"} 13500
chip_impl_metric{name="drt-pass1-iter-count",unit=""} 3
## final timing paths
path                                start            to  slack, ns  depth (start not counted)
worst max-delay path            rob_rp[1]  rob_ready[6]       1.15                          4
worst min-delay path             state[1]      state[0]       0.46                          1
worst max register to register  rob_rp[1]  rob_ready[6]       1.15                          4
worst min register to register   state[1]      state[0]       0.46                          1
max in group asynchronous             rst  rob_ready[4]       1.80                          2
min in group asynchronous             rst      state[2]       0.76                          2
## flip-flops by register name, indices dropped and copies added, names as in the netlist
register,flops
state,3
rob_rp,3
mem_qr_pointer,5
rob_ready,8
## layout by cell type (no fill, tap or decap), types with 2 or more instances in the layout
master / instances
sky130_fd_sc_hd__dfrtp_1: 18
sky130_fd_sc_hd__nand2_1: 14
sky130_fd_sc_hd__mux2i_1: 12
sky130_fd_sc_hd__inv_1: 7
sky130_fd_sc_hd__ha_1: 6
sky130_fd_sc_hd__a31oi_1: 5
sky130_fd_sc_hd__o211ai_1: 4
sky130_fd_sc_hd__o311a_1: 3
sky130_fd_sc_hd__clkbuf_8: 3
sky130_fd_sc_hd__clkdlybuf4s50_1: 3
sky130_fd_sc_hd__nand2b_1: 2
sky130_fd_sc_hd__o32ai_4: 2
sky130_fd_sc_hd__o21ai_0: 2
## worst max-delay path, stage by stage, from the launching register on
cell and delay, ns:
sky130_fd_sc_hd__dfrtp_1 0.59, sky130_fd_sc_hd__inv_1 0.18, sky130_fd_sc_hd__o32ai_4 0.42, sky130_fd_sc_hd__o21ai_4 0.17
sky130_fd_sc_hd__o311a_1 0.37
## power by group
part	leakage (nW)	internal, mW	total [mW]	switching (mW)
Clock	0.0228	0.0943	0.175	0.0805
Combinational	0.240	0.00244	0.00772	0.00529
Sequential	0.262	0.256	0.256	0
## through the flow
| step | instances | setup slack [ns] | area (sq um) | total power, mW | utilization [%] |
|---|---|---|---|---|---|
| global route | 201 | 1.03 | 1210 | 0.457 | 13.7 |
| global placement | 197 | 1.21 | 1170 | 0.269 | 13.2 |
| detailed placement | 197 | 1.19 | 1170 | 0.269 | 13.2 |
| finish | 201 | 1.15 | 1210 | 0.439 | 13.7 |
| CTS | 201 | 1.16 | 1210 | 0.447 | 13.7 |
| floorplan | 91 | 1.38 | 1040 | 0.265 | - |
## layout make-up
class	instances	area, sq um	area share [%]
flip-flops and latches	19	477	39.2
multi-input cells	60	502	41.3
well taps	108	135	11.1
inverters	7	26.3	2.16
clock buffers	4	45.0	3.71
repair buffers	3	30.0	2.47
## layer usage
| layer | vias to the layer above | share of wire [%] |
|---|---|---|
| met5 | - | 0 |
| met4 | 0 | 2.1 |
| met3 | 2 | 6.3 |
| met2 | 8 | 38 |
| met1 | 298 | 53 |
| li1 | 328 | - |
## logic make-up (layout without fill, tap and decap cells)
| kind of cell | count (synthesis) | count (layout) | synth area share, % |
|---|---|---|---|
| AND-OR/OR-AND | 20 | 20 | 18.9 |
| XOR/XNOR | 2 | 2 | 1.69 |
| adder cells (fa/ha/maj) | 6 | 6 | 7.22 |
| buffers and inverters | 12 | 14 | 5.90 |
| flip-flops | 19 | 19 | 45.8 |
| multiplexers | 12 | 12 | 11.6 |
| AND/OR/NAND/NOR | 20 | 20 | 8.91 |
Power is estimated from default activity; no workload was simulated.
