### /design/flow/config.mk
export PLATFORM = sky130hd
export DESIGN_NAME = merge_sort_P4
export DESIGN_NICKNAME = merge_sort_P4
export VERILOG_FILES = /design/flow/design.v
export SDC_FILE = /design/flow/constraint.sdc
export NUM_CORES = 4
export LEC_CHECK = 1
export CORE_UTILIZATION = 40
### /design/flow/constraint.sdc
current_design merge_sort_P4

set clk_period 5.8
set clk_io_pct 0.2

create_clock -name clk0 -period $clk_period [get_ports {Clk}]

set non_clock_inputs [all_inputs -no_clocks]
set_input_delay [expr $clk_period * $clk_io_pct] -clock clk0 $non_clock_inputs
set_output_delay [expr $clk_period * $clk_io_pct] -clock clk0 [all_outputs]
### /design/flow/design.v
`timescale 1 ns / 100 ps
module merge_sort_P4 (Reset, Clk, Start, Ack, As_of_I, Bs_of_J, Cs_of_K, Ms_of_L, Ms_of_L_Write, I, J, K, L);
input Reset, Clk;
input Start, Ack;
input [7:0] As_of_I, Bs_of_J, Cs_of_K;
output reg [3:0] I, J, K, L; 
output Ms_of_L_Write;
output reg [7:0] Ms_of_L;
reg [10:0] state;
localparam
  INI   = 11'b00000000001,
  CAB 	= 11'b00000000010,
  CACS1 = 11'b00000000100,
  CBCS1 = 11'b00000001000,
  CBCS2 = 11'b00000010000,
  CABS2 = 11'b00000100000,
  CACS2 = 11'b00001000000,
  RA	= 11'b00010000000,
  RB	= 11'b00100000000,
  RC	= 11'b01000000000,
  DONE  = 11'b10000000000,
  UNKN  = 11'bXXXXXXXXXXX;
 localparam 
 Imax=4'b0011, Jmax=4'b0011, Kmax = 4'b0011, Lmax = 4'b0111; 
assign Ms_of_L_Write = ( (state==CACS1) || (state==CBCS1) || (state==CBCS2) || (state==CABS2) || (state==CACS2) || (state==RA) || (state==RB) || (state==RC) );
always @(*)  
	begin
			Ms_of_L=Cs_of_K;  
		if( ( (state==CACS1)&& (As_of_I<Cs_of_K) ) || ( (state==CACS2)&& (As_of_I<Cs_of_K) ) || ( (state==CABS2)&& (As_of_I<Bs_of_J) )  || (state==RA)  )
			Ms_of_L=As_of_I;
		if( ( (state==CBCS1)&& (Bs_of_J<Cs_of_K) ) || ( (state==CBCS2)&& (Bs_of_J<Cs_of_K) ) || ( (state==CABS2)&& (As_of_I>=Bs_of_J) )  || (state==RB)  )
			Ms_of_L=Bs_of_J;
	end	
always @(posedge Clk, posedge Reset)  
 begin  
	   if (Reset) 
	       begin
	           I <= 4'bXXXX;
	           J <= 4'bXXXX;
			   K <= 4'bXXXX;
			   L<=	4'bXXXX;
			   state <= INI;
	       end
       else  
         begin
            case (state)  
                 INI:
					begin
                        if(Start) 
							state <= CAB;
					   	I <= 4'b0000;
						J <= 4'b0000;
						K <= 4'b0000;
						L <= 4'b0000;
					end
                 CAB:        
                    begin  	 
						if (As_of_I < Bs_of_J)
							state <= CACS1;
						else
							state <= CBCS1;
					end
				 CACS1:		 
					begin
						if ((As_of_I < Cs_of_K) && (I != 3))
							state <= CAB;
						else if ((As_of_I < Cs_of_K) && (I == 3))
							state <= CBCS2;
						else if ((As_of_I >= Cs_of_K) && (K == 3))
							state <= CABS2;
						else
							state <= CACS1;
						L<=L+1;
						if(As_of_I<Cs_of_K)
							I<=I+1;
						else
							K<=K+1;
					end
				 CBCS1:		 
					begin
						if ((Bs_of_J < Cs_of_K) && (J != 3))
							state <= CAB;
						else if ((Bs_of_J < Cs_of_K) && (J == 3))
							state <= CACS2;
						else if ((Bs_of_J >= Cs_of_K) && (K == 3))
							state <= CABS2;
						else
							state <= CBCS1;
						L<=L+1;
						if(Bs_of_J<Cs_of_K)
							J<=J+1;
						else
							K<=K+1;
					end
				CBCS2:		 
					begin
						if ((K == 3) && (Bs_of_J >= Cs_of_K))
							state <= RB;
						else if ((J == 3) && (Bs_of_J < Cs_of_K))
							 state <= RC;
						else
							state <= CBCS2;
						L<=L+1;
						if(Bs_of_J<Cs_of_K)
							J<=J+1;
						else
							K<=K+1;
					end
				CABS2:		 
					begin
						if ((I == 3) && (As_of_I < Bs_of_J))
							state <= RB;
						else if ((J == 3) && (As_of_I >= Bs_of_J))
							 state <= RA;
						else
							state <= CABS2;
						L<=L+1;
						if(As_of_I<Bs_of_J)
							I<=I+1;
						else
							J<=J+1;
					end
				CACS2:		 
					begin
						if ((K == 3) && (As_of_I >= Cs_of_K))
							state <= RA;
						else if ((I == 3) && (As_of_I < Cs_of_K))
							 state <= RC;
						else
							state <= CACS2;
						L<=L+1;
						if(As_of_I<Cs_of_K)
							I<=I+1;
						else
							K<=K+1;
					end
				RA:		 
				begin
					if (I == 3)
						state <= DONE;
					else
						state <= RA;
					I<=I+1;
					L<=L+1;
				end
				RB:		 
				begin
					if (J == 3)
						state <= DONE;
					else
						state <= RB;
					J<=J+1;
					L<=L+1;
				end
				RC:		 
				begin
					if (K == 3)
						state <= DONE;
					else
						state <= RC;
					K<=K+1;
					L<=L+1;
				end
				DONE:
					if(Ack)
						state<=INI;
				default: 
                    begin
                         state <= UNKN;    
                    end
            endcase
         end   
end
endmodule
### /design/flow/run.sh
#!/bin/bash
# OpenROAD 26Q1-2900-gdf79404cd8, Yosys 0.63+post, stock flow scripts
make -C /OpenROAD-flow-scripts/flow DESIGN_CONFIG=/design/flow/config.mk WORK_HOME=/design/flow/orfs finish
==> run_summary.xml <==
<?xml version="1.0" encoding="UTF-8"?>
<metrics>
  <group name="routing">
    <metric name="post_route_drc" unit="">0</metric>
    <metric name="drt_pre_antenna_iters" unit="">4</metric>
    <metric name="detailedRoute.firstIterationViolations" unit="">132</metric>
    <metric name="routed_wire_length_per_instance" unit="µm">14.96</metric>
    <metric name="drtAntennaViolNets" unit="">0</metric>
    <metric name="routed_wl" unit="mm">5.924</metric>
    <metric name="vias_per_cell" unit="">5.548</metric>
    <metric name="diodes" unit="">0</metric>
    <metric name="detailroute.via_count" unit="">2197</metric>
  </group>
  <group name="logic_synthesis">
    <metric name="synth-area-yosys" unit="mm²">0.002311</metric>
    <metric name="synth.distinct_cells" unit="">53</metric>
    <metric name="enable_flop_cells" unit="">0</metric>
    <metric name="post-synth-top-area-cell" unit="">dfrtp_1</metric>
    <metric name="syn_avg_cell_area" unit="µm²">8.434</metric>
    <metric name="yosys.area.top_type_share" unit="%">28.15</metric>
    <metric name="ys_seq_share" unit="%">29.29</metric>
    <metric name="mappedNetlistArea" unit="mm²">0.002311</metric>
    <metric name="yosys-stat-cells" unit="">274</metric>
    <metric name="synth.cells.most_frequent" unit="">a21oi_1 (32), ha_1 (28), inv_1 (28), dfrtp_1 (26), nand2_1 (23)</metric>
    <metric name="top_cells_by_area" unit="">dfrtp_1 (28%), ha_1 (15%), a21oi_1 (6.9%)</metric>
    <metric name="postSynthCellCount" unit="">274</metric>
    <metric name="synth.most_common_cell" unit="">a21oi_1</metric>
    <metric name="postSynth.asyncResetShare" unit="%">100.0</metric>
    <metric name="yosys_warnings" unit="">1</metric>
    <metric name="flop_cell" unit="">dfrtp_1</metric>
    <metric name="postSynthRegisterBits" unit="">27</metric>
  </group>
  <group name="clock_tree">
    <metric name="htree_num_levels" unit="">1</metric>
    <metric name="cts_inserted_buffers" unit="">3</metric>
    <metric name="cts_tree" unit="">done</metric>
    <metric name="cts_hold_buffers" unit="">0</metric>
    <metric name="cts_root_buffer" unit="">clkbuf_8</metric>
    <metric name="cts.sinks" unit="">27</metric>
    <metric name="postCtsSetupBuffers" unit="">0</metric>
    <metric name="post_cts.resized_instances" unit="">0</metric>
    <metric name="clk_path_buf_depth" unit="">2</metric>
    <metric name="clock_latency_on_the_worst_skew_pair" unit="ns">0.27</metric>
    <metric name="clk_pin_slew_worst_paths" unit="ns">0.10</metric>
  </group>
  <group name="critical_path">
    <metric name="critPathRequiredTime" unit="ns">4.64</metric>
    <metric name="worstPathMaxFanout" unit="">16</metric>
    <metric name="r2r_setup_slack" unit="ns">3.85</metric>
    <metric name="critical_path_type" unit="">input port to output pin</metric>
    <metric name="worstPathArrival" unit="ns">3.92</metric>
    <metric name="reg2reg_to" unit="">L[2]</metric>
    <metric name="rr_startpoint" unit="">state[8]</metric>
    <metric name="crit_path_start" unit="">Bs_of_J[7]</metric>
    <metric name="timing.critical_path.to_type" unit="">output pin</metric>
    <metric name="cp-endpoint" unit="">Ms_of_L[0]</metric>
    <metric name="startpoint_type" unit="">input port</metric>
    <metric name="reg2reg_depth" unit="">7</metric>
  </group>
  <group name="global_route">
    <metric name="grt_overflow_total" unit="">0</metric>
    <metric name="grt_usage" unit="%">21.41</metric>
    <metric name="grt_max_degree" unit="">28</metric>
    <metric name="via_count_of_the_first_global_routing_pass" unit="">2109</metric>
    <metric name="grt_antenna_before_repair" unit="">0</metric>
    <metric name="grt_pass1_wl" unit="mm">10.25</metric>
  </group>
  <group name="flow_run">
    <metric name="stage_log_warnings" unit="">25</metric>
    <metric name="drv.max_cap_violation_count" unit="">0</metric>
  </group>
  <group name="place">
    <metric name="final_weighted_congestion_of_routability_driven_global_placement" unit="">0.8373</metric>
    <metric name="buffer_ports.inserted" unit="">52</metric>
    <metric name="dp_worst_setup_slack" unit="ns">0.7545</metric>
    <metric name="post-dp-hpwl" unit="mm">4.535</metric>
    <metric name="post_place_instance_area" unit="mm²">0.002895</metric>
  </group>
  <group name="power_and_ir_drop">
    <metric name="p_leak" unit="nW">1.315</metric>
    <metric name="power_per_cell_area" unit="mW/mm²">522.6</metric>
    <metric name="power.ir.vdd_worst" unit="mV">0.2367</metric>
  </group>
  <group name="floorplanning">
    <metric name="ioPinCount" unit="">53</metric>
    <metric name="die_width" unit="µm">78.01</metric>
    <metric name="die-height" unit="µm">78.01</metric>
    <metric name="die_area" unit="mm²">0.006086</metric>
    <metric name="std_cell_rows" unit="">27</metric>
    <metric name="coreArea" unit="mm²">0.005540</metric>
    <metric name="fp_util" unit="%">41.71</metric>
  </group>
  <group name="run_status">
    <metric name="outcome" unit="">complete, no violations</metric>
  </group>
  <group name="timing">
    <metric name="timing.final.hold_violations" unit="">0</metric>
    <metric name="unrepaired_setup_endpoints_after_global_routing" unit="">no</metric>
    <metric name="final.setup.tns" unit="ns">0</metric>
    <metric name="finalClockSkew" unit="ns">0.001516</metric>
    <metric name="final-setup-viol-count" unit="">0</metric>
    <metric name="finalCritPeriodShare" unit="%">87.53</metric>
    <metric name="finalCriticalPeriod" unit="ns">5.077</metric>
    <metric name="final-max-slew-violation-count" unit="">0</metric>
    <metric name="layout_setup_ws" unit="ns">0.7231</metric>
    <metric name="tightest_slew" unit="ns">0.6403</metric>
    <metric name="highest_clock_rate" unit="GHz">0.1970</metric>
    <metric name="timing.max_slew.rel_slack" unit="%">57.31</metric>
  </group>
  <group name="min_path">
    <metric name="hold_path.class" unit="">flip-flop to flip-flop</metric>
  </group>
  <group name="cells_and_area">
    <metric name="drive_gt1_share" unit="%">6.173</metric>
    <metric name="finalInstanceArea" unit="mm²">0.002940</metric>
    <metric name="syn2layout_area_growth" unit="%">27.23</metric>
  </group>
</metrics>
## per-layer routing
| layer | wire length, µm | track usage (%) | vias to the layer above |
|---|---|---|---|
| met1 | 2895 | 32.98 | 1000 |
| met4 | 36 | 1.852 | 0 |
| met5 | 0 | 0 | - |
| met2 | 2725 | 34.87 | 68 |
| met3 | 267 | 1.889 | 4 |
| li1 | - | - | 1125 |
## cells by family after synthesis
group	count (synthesis)	share of synthesized area [%]
AND-OR/OR-AND	107	31.19
flip-flops	27	29.29
buffers and inverters	37	6.713
multiplexers	3	1.462
AND/OR/NAND/NOR	72	16.19
adder cells (fa/ha/maj)	28	15.16
## cells in the final DEF, fill, tap and decap left out, drive strengths merged, types with 2 or more instances in the layout
master / instances
clkdlybuf4s50: 52
a21oi: 33
inv: 29
ha: 28
o21ai: 27
dfrtp: 26
nand2: 23
nor2: 12
o311a: 8
a221o: 6
nor3: 6
nor2b: 5
nand3: 5
nand4: 4
o211ai: 4
or3: 4
clkbuf: 4
a32o: 3
nand2b: 3
mux2: 3
nor3b: 3
or2: 3
and3: 3
a2111oi: 2
a21o: 2
o22a: 2
o21a: 2
o22ai: 2
a211o: 2
a22oi: 2
o221ai: 2
a22o: 2
buf: 2
## per-stage QoR
step | total power [W] | instances | hold WS (ns) | utilization (%)
6_report | 0.001537 | 396 | 0.4801 | 53.07
4_1_cts | 0.001542 | 396 | 0.4863 | 53.07
3_5_place_dp | 0.001425 | 392 | 0.4650 | 52.26
3_3_place_gp | 0.001426 | 392 | 0.4564 | 52.26
5_1_grt | 0.001697 | 396 | 0.5047 | 53.07
2_1_floorplan | 0.001021 | 274 | 0.4198 | -
## worst max-delay path, stage by stage
cell and delay (ns):
clkdlybuf4s50_1 0.53, inv_1 0.06, ha_1 0.29, nand2_1 0.07
o21a_1 0.24, and2_1 0.19, a21o_1 0.36, o311a_1 0.36
a21oi_1 0.17, clkdlybuf4s50_1 0.50
## where the power goes
part	switching, W	internal, W
Sequential	0.0000977	0.000277
Clock	0.0000614	0.0000493
Combinational	0.000469	0.000582
Total	0.000628	0.000908
## registers in the layout, summed over array words and instances, names as in the netlist
register / count
state: 11
I: 4
J: 4
K: 4
L: 4
## worst min-delay path by stage
stage / startpoint / to / slack, ns / cells after the start
CTS: state[1] / state[0] / 0.49 / 2
global route: state[1] / state[0] / 0.50 / 2
finish: L[3] / L[3] / 0.48 / 1
## final cells by class
class / instances / area (µm²)
clock buffer: 4 / 45.04
fill: 533 / 2600
inverter: 29 / 108.9
multi-input combinational: 210 / 1484
sequential: 27 / 676.9
tap: 72 / 90.09
timing repair buffer: 54 / 535.5
Power and IR drop assume default switching activity.
