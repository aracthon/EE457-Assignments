[flow/run.sh]
#!/bin/bash
# OpenROAD 26Q1-2900-gdf79404cd8, Yosys 0.63+post, stock flow scripts
make -C /OpenROAD-flow-scripts/flow DESIGN_CONFIG=/design/flow/config.mk WORK_HOME=/design/flow/orfs finish
[flow/config.mk]
export PLATFORM = sky130hd
export DESIGN_NAME = fifo_reg_array_sc
export DESIGN_NICKNAME = fifo_reg_array_sc
export VERILOG_FILES = /design/flow/design.v
export SDC_FILE = /design/flow/constraint.sdc
export NUM_CORES = 4
export LEC_CHECK = 1
export CORE_UTILIZATION = 50
[flow/constraint.sdc]
current_design fifo_reg_array_sc

set clk_period 9.3
set clk_io_pct 0.2

create_clock -name clk0 -period $clk_period [get_ports {clk}]

set non_clock_inputs [all_inputs -no_clocks]
set_input_delay [expr $clk_period * $clk_io_pct] -clock clk0 $non_clock_inputs
set_output_delay [expr $clk_period * $clk_io_pct] -clock clk0 [all_outputs]
[flow/design.v]
module fifo_reg_array_sc (clk, reset, data_in, wen, ren, data_out, depth, empty, full);
parameter DATA_WIDTH = 16;
parameter ADDR_WIDTH = 4;
input clk, reset;
input wen, ren;  
input [DATA_WIDTH-1:0] data_in;
output [ADDR_WIDTH:0] depth;
output [DATA_WIDTH-1:0] data_out;
output empty, full;
reg [ADDR_WIDTH:0] rdptr, wrptr;  
wire [ADDR_WIDTH:0] depth;
wire wenq, renq; 
reg full, empty;
reg [DATA_WIDTH-1:0] Reg_Array [(2**ADDR_WIDTH)-1:0]; 
wire [ADDR_WIDTH:0] N_Plus_1_zeros = {(ADDR_WIDTH+1){1'b0}};
wire [ADDR_WIDTH-1:0] N_zeros = {(ADDR_WIDTH){1'b0}};
wire [ADDR_WIDTH:0] A_1_and_N_zeros = {1'b1, N_zeros}; 
assign depth = wrptr - rdptr;
always@(*)
begin
	empty  = 1'b0;
	full   = 1'b0;
	if (depth == N_Plus_1_zeros)
		empty  = 1'b1;
	if (depth ==  A_1_and_N_zeros) 
		full  = 1'b1;
end
assign wenq = (~full) & wen; 
assign renq = (~empty)& ren; 
assign data_out = Reg_Array[rdptr[ADDR_WIDTH-1:0]];  
always@(posedge clk, posedge reset)
begin
    if (reset)
		begin
			wrptr <= N_Plus_1_zeros;
			rdptr <= N_Plus_1_zeros;
		end
	else
		begin
			if (wenq) 
				begin
					Reg_Array[wrptr[ADDR_WIDTH-1:0]] <= data_in;   
					wrptr <= wrptr + 1;
				end
			if (renq)
					rdptr <= rdptr + 1;
		end
end
endmodule
==> results_dict.tcl <==
# implementation run metrics
set metrics [dict create \
    run_status "finished clean" \
    global_route_wire_length_before_repair_mm 36.3 \
    warning_count 31 \
    detail_route.iter0.violations 437 \
    timing.final.hold_violations 0 \
    max_clock_freq_mhz 183 \
    layout-drive-gt1-share 0.152 \
    rr_worst_depth 9 \
    route.antenna.diode_count 0 \
    worstHoldEndpoint "rdptr[4]" \
    port_buffers 42 \
    drcViolationCount 0 \
    synth-seq-area-share 0.767 \
    rows 52 \
    crit_chain "inv_1, ha_2, buf_4, a22o_1, a221oi_1, mux4_2, a31oi_1, clkdlybuf4s50_1" \
    setup_repair_after_global_routing_missed_its_margin "false" \
    yosys.area.top_type "sky130_fd_sc_hd__edfxtp_1" \
    clkLatencyLatePin_ns 0.53 \
    regToRegStartpoint "rdptr[2]" \
    total_leakage_power_nw 3.94 \
    postSynthRegisterBits 266 \
    area.growth.synth_to_final_pct 17.0 \
    vias_in_the_first_global_route 6385 \
    crit_slowest_cell "sky130_fd_sc_hd__buf_4" \
    yosys.area.top_type_share 0.743 \
    overflow 0 \
    vias_per_cell 6.13 \
    post-cts-setup-buffer-count 0 \
    detailedPlacementHpwl_mm 13.0 \
    worstHoldPathCells 1 \
    timing.setup.critical_path_class "reg2out" \
    fin_skew_ns 0.00804 \
    clkSlewWorstSetupHoldPaths_ns 0.06 \
    avgSynthCellArea_um2 16.8 \
    hold_path.class "reg2reg" \
    slew_headroom 0.336 \
    min_from "rdptr[4]" \
    antenna_left 0 \
    final_min_period_ns 5.46 \
    ys_types 47 \
    yosysWarnings 2 \
    die_h_um 146 \
    maxSlewViolCount 0 \
    ir_drop_uv 308 \
    cp_data_arrival_time_ns 3.60 \
    initial_antenna_violation_count 0 \
    power_density_mw_per_mm2 321 \
    maximum_capacitance_violations 0 \
    postSynth.asyncResetShare 0.0376 \
    number_of_enable_type_register_cells_in_the_synthesized_netlist 256 \
    slowest_delay_ns 0.60 \
    core_region_mm2 0.0202 \
    crit_fanout 52 \
    cts.hold.buffers_added 0 \
    cp_data_required_time_ns 7.44 \
    clock_sink_count 266 \
    tritoncts "yes" \
    avgRoutedWirePerCell_um 24.6 \
    top_post_synthesis_cells_by_area "sky130_fd_sc_hd__edfxtp_1 74%, sky130_fd_sc_hd__a22oi_1 3.0%, sky130_fd_sc_hd__a222oi_1 2.7%" \
    drt-total-wl_mm 23.7 \
    die_width_um 146 \
    cts_made_buffers 28 \
    cpLargestDelayFamily "buffers and inverters" \
    cts_htree_levels 1 \
    io_pins 43 \
    place_congestion 0.827 \
    drtPass1Iterations 5 \
    total_power_mw 3.88 \
    worstSetupStartpointType "flip-flop" \
    synthesis.instances 614 \
    synth-area-yosys_mm2 0.0103 \
    worst-r2r-setup-slack_ns 5.62 \
    clock_tree.root_cell "sky130_fd_sc_hd__clkbuf_16" \
    worst-path-buf-inv 3 \
    number_of_cell_instances_after_yosys_synthesis 614 \
    gr-usage-all-layers 0.257 \
    critical_path_end_type "primary output" \
    pre_placement_core_utilization 0.511 \
    grt_max_degree 63 \
    worst_r2r_endpoint "Reg_Array[5][2]" \
    cts_max_path_buffers 3 \
    via_count 5900 \
    mappedNetlistArea_mm2 0.0103 \
    finalCritPeriodShare 0.587 \
    finalCoreUtilization 0.598 \
    crit_path_start "rdptr[0]" \
    report.final.setup_viol 0 \
    worst_slew_pin_slew_ns 0.990 \
    fin_setup_tns_ns 0 \
    ctsResizeCount 0 \
    dieArea_mm2 0.0213 \
    synth-main-ff-cell "sky130_fd_sc_hd__edfxtp_1" \
]
placed cells by master, fill, tap and decap left out, types with 13 or more instances in the layout:
master	count
sky130_fd_sc_hd__a21oi_1	27
sky130_fd_sc_hd__a22o_1	13
sky130_fd_sc_hd__a221oi_1	15
sky130_fd_sc_hd__clkbuf_16	29
sky130_fd_sc_hd__nor2_1	22
sky130_fd_sc_hd__clkdlybuf4s50_1	42
sky130_fd_sc_hd__nand3_1	25
sky130_fd_sc_hd__edfxtp_1	256
sky130_fd_sc_hd__a222oi_1	28
sky130_fd_sc_hd__nand2_1	23
sky130_fd_sc_hd__buf_4	29
sky130_fd_sc_hd__a22oi_1	41
layout make-up:
cell class                      count  area [µm²]
Clock buffer                       35         748
Clock inverter                     15         155
Inverter                           12        45.0
Timing Repair Buffer               71         638
Multi-Input combinational cell    294        2240
Sequential cell                   266        7940
Tap cell                          270         338
Fill cell                        1434        8130
registers in the layout (all words and copies together), names as in the netlist:
name       flops
Reg_Array    256
wrptr          5
rdptr          5
power by group:
group | switching (mW) | leakage (nW) | internal (mW)
clock network | 0.427 | 0.450 | 0.651
registers | 0.0482 | 2.42 | 1.40
logic | 0.746 | 1.06 | 0.609
cell families (layout without fill, tap and decap cells):
family                     after synthesis  after routing  share of synthesized area
DFF                                    266            266                      0.767
AOI/OAI and AO/OA                      153            153                      0.113
and+or+nand+nor                        104            104                     0.0479
buffers and inverters                   54            133                     0.0248
adders and majority gates               13             13                     0.0165
muxes                                   13             13                     0.0209
xor gates and xnor gates                11             11                    0.00931
layer usage:
layer  GRT usage  vias to the layer above  share of wire
li1            -                     2634              -
met1       0.336                     2801           0.35
met2       0.374                      420           0.46
met3       0.187                       45           0.16
met4      0.0489                        0          0.024
met5     0.00682                        -              0
cell usage after synthesis, types with 4 or more instances:
cell type,instances
sky130_fd_sc_hd__ha_1,12
sky130_fd_sc_hd__a222oi_1,28
sky130_fd_sc_hd__a21oi_1,27
sky130_fd_sc_hd__edfxtp_1,256
sky130_fd_sc_hd__nor3_1,15
sky130_fd_sc_hd__buf_2,13
sky130_fd_sc_hd__mux2_2,4
sky130_fd_sc_hd__o21ai_0,8
sky130_fd_sc_hd__dfrtp_1,10
sky130_fd_sc_hd__buf_1,11
sky130_fd_sc_hd__nor4_1,4
sky130_fd_sc_hd__inv_1,11
sky130_fd_sc_hd__nand2b_1,4
sky130_fd_sc_hd__nand2_1,23
sky130_fd_sc_hd__buf_6,5
sky130_fd_sc_hd__clkbuf_1,13
sky130_fd_sc_hd__a221oi_1,15
sky130_fd_sc_hd__nand3_1,25
sky130_fd_sc_hd__xnor2_1,4
sky130_fd_sc_hd__a31oi_1,8
sky130_fd_sc_hd__a22oi_1,41
sky130_fd_sc_hd__xor2_1,7
sky130_fd_sc_hd__a22o_1,13
sky130_fd_sc_hd__mux4_2,6
sky130_fd_sc_hd__nor2_1,22
metrics by stage:
stage               hold WS [ns]  cells  worst slack [ns]  instance area, µm²
finish                     0.485    963              3.84               12100
global route               0.505    963              3.70               12100
CTS                        0.488    963              3.86               12100
detailed placement         0.478    913              4.44               11200
global placement           0.476    913              4.49               11200
floorplan                  0.460    614              4.97               10300
worst max path at each step:
stage | endpoint | slack, ns | depth (start not counted)
4_1_cts | data_out[5] | 3.86 | 8
5_1_grt | data_out[5] | 3.70 | 8
6_report | data_out[5] | 3.84 | 8
No activity file was given, so power comes from the tool's default toggle rates.
